### /design/flow/run.sh
#!/bin/bash
# OpenROAD 26Q1-2900-gdf79404cd8, Yosys 0.63+post, stock flow scripts
make -C /OpenROAD-flow-scripts/flow DESIGN_CONFIG=/design/flow/config.mk WORK_HOME=/design/flow/orfs finish
### /design/flow/config.mk
export PLATFORM = sky130hd
export DESIGN_NAME = async_fifo
export DESIGN_NICKNAME = async_fifo
export VERILOG_FILES = /design/flow/design.v
export SDC_FILE = /design/flow/constraint.sdc
export NUM_CORES = 4
export LEC_CHECK = 1
export CORE_UTILIZATION = 50
### /design/flow/constraint.sdc
current_design async_fifo

set clk_period 2.9
set clk_io_pct 0.2

create_clock -name clk0 -period $clk_period [get_ports {r_clk}]
create_clock -name clk1 -period $clk_period [get_ports {w_clk}]

set non_clock_inputs [all_inputs -no_clocks]
set_input_delay [expr $clk_period * $clk_io_pct] -clock clk0 $non_clock_inputs
set_output_delay [expr $clk_period * $clk_io_pct] -clock clk0 [all_outputs]
### /design/flow/design.v
module async_fifo #(
    parameter DATA_SIZE = 8,
    parameter ADDR_SIZE  = 4
) (
    w_full, 
    w_data,
    w_en,
    w_clk,
    w_rst,
    r_en,
    r_clk,
    r_rst,
    r_data,
    r_empty
);
    output logic [DATA_SIZE-1 : 0] r_data;
    output logic                  w_full;
    output logic                  r_empty;
    input [DATA_SIZE-1 : 0]  w_data;
    input                    w_en;
    input                    w_rst;
    input                    w_clk;
    input                    r_en;
    input                    r_clk;
    input                    r_rst;
    logic [ADDR_SIZE-1 : 0]   w_addr;
    logic [ADDR_SIZE-1 : 0]   r_addr;
    logic [ADDR_SIZE : 0]     w_ptr_i;
    logic [ADDR_SIZE : 0]     r_ptr_i;
    logic [ADDR_SIZE : 0]     w_ptr_o;
    logic [ADDR_SIZE : 0]     r_ptr_o;
    sync_2ff #(ADDR_SIZE) r_sync (
        .i_ptr(r_ptr_i),
        .o_ptr(r_ptr_o),
        .clk(r_clk),
        .rst(r_rst)
    );
    sync_2ff #(ADDR_SIZE) w_sync (
        .i_ptr(w_ptr_i),
        .o_ptr(w_ptr_o),
        .clk(w_clk),
        .rst(w_rst)
    );
    empty_checker #(ADDR_SIZE) r_empty_checker (
        .r_clk(r_clk),
        .r_en(r_en),
        .r_rst(r_rst),
        .r_addr(r_addr),
        .r_ptr_gray(r_ptr_i),
        .w_ptr_gray(w_ptr_o),
        .r_empty(r_empty)
    );
    full_checker #(ADDR_SIZE) w_full_checker (
        .w_clk(w_clk),
        .w_rst(w_rst),
        .w_en(w_en),
        .w_full(w_full),
        .w_addr(w_addr),
        .w_ptr_gray(w_ptr_i),
        .r_ptr_gray(r_ptr_o)
    );
    fifo_mem #(ADDR_SIZE, DATA_SIZE) fifo_mem (
        .w_clk(w_clk),
        .w_en(w_en),
        .w_full(w_full),
        .w_addr(w_addr),
        .w_data(w_data),
        .r_addr(r_addr),
        .r_data(r_data)
    );
endmodule
module empty_checker #(
    parameter ADDR_SIZE = 4
) (
    r_empty,
    r_ptr_gray,
    r_addr,
    w_ptr_gray,
    r_en,
    r_clk,
    r_rst
);
    output logic                   r_empty;
    output logic [ADDR_SIZE : 0]   r_ptr_gray;
    output logic [ADDR_SIZE-1 : 0] r_addr;
    input  [ADDR_SIZE : 0]   w_ptr_gray;
    input                    r_en;
    input                    r_clk;
    input                    r_rst;
    logic [ADDR_SIZE : 0]   r_ptr_gray_next;
    logic [ADDR_SIZE : 0]   r_ptr_bin;
    logic [ADDR_SIZE : 0]   r_ptr_bin_next;
    logic                   r_empty_tmp;
    always @(posedge r_clk or negedge r_rst) begin
        if(!r_rst) begin
            r_empty    <= 1;
            r_ptr_gray <= 0;
            r_ptr_bin  <= 0;
        end
        else begin
            r_empty     <= r_empty_tmp;
            r_ptr_gray  <= r_ptr_gray_next;
            r_ptr_bin   <= r_ptr_bin_next;
        end
    end
    always @(*) begin
        r_addr = r_ptr_bin[ADDR_SIZE-1 : 0];
        r_ptr_bin_next = r_ptr_bin + ({4'b0000, !r_empty} & {4'b0000, r_en});
        r_ptr_gray_next = r_ptr_bin_next ^ (r_ptr_bin_next >> 1);
        if(r_ptr_gray_next == w_ptr_gray) begin
            r_empty_tmp = 1;
        end
        else begin
            r_empty_tmp = 0;
        end
    end
endmodule
module fifo_mem #(
    parameter ADDR_SIZE = 4,
    parameter DATA_SIZE = 8
) (
    output logic [DATA_SIZE-1 : 0] r_data,
    input [ADDR_SIZE-1 : 0] r_addr,
    input [DATA_SIZE-1 : 0] w_data,
    input w_en,
    input w_clk,
    input w_full,
    input [ADDR_SIZE-1 : 0] w_addr
);
    localparam DEPTH = 1 << ADDR_SIZE;
    logic [DATA_SIZE-1 : 0] fifo_data [0 : DEPTH-1];
    always @(*) begin
        if(w_en && !w_full) begin
            fifo_data[w_addr] = w_data;
        end
    end
    always @(*) begin
        r_data = fifo_data[r_addr];
    end
endmodule
module full_checker #(
    ADDR_SIZE = 4
) (
    w_en,
    w_clk,
    w_rst,
    w_full,
    w_addr,
    w_ptr_gray,
    r_ptr_gray
);
input [ADDR_SIZE : 0] r_ptr_gray;  
input w_clk;
input w_rst;
input w_en;
output logic [ADDR_SIZE-1 : 0] w_addr;
output logic w_full;
output logic [ADDR_SIZE : 0] w_ptr_gray;  
logic [ADDR_SIZE : 0]   w_ptr_gray_next;
logic [ADDR_SIZE : 0]   r_ptr_gray_next;
logic                   w_full_tmp;
logic [ADDR_SIZE : 0]   w_ptr_bin;
logic [ADDR_SIZE : 0]   w_ptr_bin_next;
always @(posedge w_clk or negedge w_rst) begin
    if(!w_rst) begin
        w_ptr_gray <= 0;
        w_full     <= 0;
        w_ptr_bin  <= 0;
    end
    else begin
        w_ptr_gray  <= w_ptr_gray_next;
        w_full      <= w_full_tmp;
        w_ptr_bin   <= w_ptr_bin_next;
    end
end
always @* begin
    w_addr = w_ptr_bin[ADDR_SIZE-1 : 0];
    w_ptr_bin_next = w_ptr_bin + ({4'b0000, !w_full} & {4'b0000, w_en});  
    w_ptr_gray_next = w_ptr_bin_next ^ (w_ptr_bin_next >> 1);  
    r_ptr_gray_next = {~r_ptr_gray[ADDR_SIZE : ADDR_SIZE-1], r_ptr_gray[ADDR_SIZE-2 : 0]};
    if(w_ptr_gray_next == r_ptr_gray_next) begin
        w_full_tmp = 1;
    end
    else begin
        w_full_tmp = 0;
    end
end
endmodule
module sync_2ff #(
    parameter ADDR_SIZE = 4
) (
    o_ptr,
    i_ptr,
    clk,
    rst
);
    input  [ADDR_SIZE : 0] i_ptr;
    output logic [ADDR_SIZE : 0] o_ptr;
    input clk;
    input rst;
    logic [ADDR_SIZE : 0] ptr_temp;
    always @(posedge clk or negedge rst) begin
        if(rst != 1) begin
            ptr_temp <= 0;
            o_ptr <= 0;
        end else begin
            ptr_temp <= i_ptr;
            o_ptr <= ptr_temp;
        end
    end
endmodule
==> results.txt <==
yosys + openroad results -> area fraction in mux cells 0.05934, GRT Residual Overflow 0, start point of the worst hold path r_sync.ptr_temp[1], EDFF count, synth 0, worst-case clock skew approximately 2.3 ps, RSZ-0062 raised after global routing yes, Critical-path top delay cell sky130_fd_sc_hd__dfrtp_2, fraction of met2 tracks used by global routing 0.3540, Pre-Place Util 0.5114, worst vdd ir ~0.63 mV, drc violations 0, number of rows in the core area 36, met3 capacity usage during global routing 0.06863, final hold slack around 350 ps, headroom to the max-slew limit 0.6562, Arrival @ worst endpoint approximately 2300 ps, flip-flop cell with the highest count after synthesis sky130_fd_sc_hd__dlxtn_1, layer with the highest usage met1, area of the placeable core approximately 10000 um^2, Main area contributors sky130_fd_sc_hd__dlxtn_1 39%, sky130_fd_sc_hd__dfrtp_1 20%, sky130_fd_sc_hd__mux2i_1 3.2%, sky130_fd_sc_hd__nand2_1 2.4%, sky130_fd_sc_hd__xnor2_1 2.3%, HP Class reg -> reg, top cell type by instance count after synthesis sky130_fd_sc_hd__dlxtn_1, Port Buf Inserts 22, number of unique standard cell types used by synthesis approximately 60, final count of hold timing violations 0, ys flops roughly 170, Post-Synth Adder-Cell Area 0.01257, Placer Congestion just under 0.9, run status finished clean, HPWL after detailed placement roughly 8100 um, Max Transition Viols Final 0, average size of a mapped cell roughly 11 um^2, horizontal extent of the die around 100 um, critical path start-end classification reg -> out, Ports 24, worst path cell trace buf_8 -> mux2_2 -> a22oi_1 -> o221ai_1 -> o32a_1 -> clkdlybuf4s50_1, worst reg2reg startpoint w_full_checker.w_full, wire length of the first global-routing pass between 15,000 and 20,000 um, count of unclocked register or latch pins around 130, endpoint class of the critical path primary output, Async S/R FF share, synth 0.2381, actual transition at the worst max-transition pin between 500 and 600 ps, Yosys Chip Area 4976 um^2, clock tree from TritonCTS done, required time of the critical path ~2300 ps, drt initial violations 123, Synth area leader sky130_fd_sc_hd__dlxtn_1, Diodes inserted 0, power density normalized to cell area a little over 900 nW/um^2, top-area cell type share of the netlist area 0.3859, leading cell types by count after synthesis 128 x sky130_fd_sc_hd__dlxtn_1, 39 x sky130_fd_sc_hd__dfrtp_1, 32 x sky130_fd_sc_hd__nand2_1, 16 x sky130_fd_sc_hd__mux2i_1, 15 x sky130_fd_sc_hd__buf_2, number of global-route vias before repair approximately 3,200, tally of nets with antenna violations remaining after routing 0, vias per cell between 5 and 6, Max Cap Violations 0, leakage power roughly 2.7 nW, number of setup violations in the final report 0, share of layout cells above drive strength 1 0.1532, dominant non-sequential cell family after synthesis simple AND/OR/NAND/NOR gates, DR vias 3,443, number of warning messages in the yosys log 5, Yosys Instances roughly 450, GRT Util Overall 0.2587, die outline height slightly above 100 um, number of cells on the worst hold path 0, area of the mapped netlist 4976 um^2, initial antenna violation count 0, Max Fanout on Critical Path 8, buffer-and-inverter tally for the worst setup path 2, XORs/XNORs by Area 0.05808, pin count of the biggest net entering global routing 23, Global Route met1 Usage 0.4551, post-synthesis share of cell area spent on and-or and or-and gates 0.1147, max incr delay on CP between 500 and 600 ps, total die area 10,360 um^2, total number of cells along the worst setup path 6, synthesized instance count between 400 and 500, kind of cell adding the most delay to the critical path AND-OR/OR-AND gates, Worst Reg-to-Reg Cells 7, AND/OR/NAND/NOR Cells, Area Fraction 0.1330, number of unconstrained endpoints approximately 130, clock-pin slew on the worst setup and hold paths roughly 70 ps, OpenROAD warning count 29, routed length per instance roughly 19 um, post-detailed-routing wire length about 12,000 um, Post-Route Utilization 0.5995, relative area change from synthesis to final layout 17.22%, startpoint of the most critical setup path r_empty_checker.r_ptr_bin[2], Critical Path Source Type flop, drt pass-1 iters 6
-- cells in the final DEF (no fill, tap or decap), types with 8 or more instances in the layout --
| cell type | synthesis | layout |
|---|---|---|
| sky130_fd_sc_hd__buf_6 | 3 | 8 |
| sky130_fd_sc_hd__clkdlybuf4s50_1 | 0 | 20 |
| sky130_fd_sc_hd__nor2b_1 | 14 | 12 |
| sky130_fd_sc_hd__dlxtn_1 | 128 | 128 |
| sky130_fd_sc_hd__a22oi_1 | 9 | 8 |
| sky130_fd_sc_hd__mux2i_1 | 16 | 16 |
| sky130_fd_sc_hd__nor2_1 | 12 | 10 |
| sky130_fd_sc_hd__a21oi_1 | 8 | 8 |
| sky130_fd_sc_hd__nand2_1 | 32 | 31 |
| sky130_fd_sc_hd__and3_1 | 9 | 9 |
| sky130_fd_sc_hd__inv_1 | 9 | 9 |
| sky130_fd_sc_hd__buf_4 | 1 | 31 |
| sky130_fd_sc_hd__xnor2_1 | 13 | 13 |
| sky130_fd_sc_hd__o32a_1 | 8 | 8 |
| sky130_fd_sc_hd__dfrtp_1 | 39 | 35 |
-- per-stage QoR --
stage | cell area [um^2] | setup TNS [ps] | setup slack [ps] | instances | total power [mW]
after detailed placement | 5479 | 0 | 79.14 | 609 | 4.508
after global placement | 5479 | 0 | 97.42 | 609 | 4.496
after CTS | 5743 | -13.08 | -7.838 | 625 | 5.228
after floorplan | 4976 | 0 | 483.3 | 447 | 3.366
after global routing | 5833 | -198.8 | -65.31 | 629 | 5.736
final | 5833 | 0 | 24.53 | 629 | 5.331
-- layer usage --
metal	up-vias	share of wire
met3	4	0.079
met1	1663	0.49
li1	1678	-
met4	0	0.0019
met5	-	0
met2	98	0.43
-- flip-flops by register name, indices dropped and copies added (netlist names) --
register / flops
w_full_checker.w_full: 1
w_sync.o_ptr: 5
fifo_mem.fifo_data: 128
w_full_checker.w_ptr_gray: 5
r_sync.ptr_temp: 5
r_empty_checker.r_ptr_gray: 5
r_empty_checker.r_ptr_bin: 4
r_empty_checker.r_empty: 1
r_sync.o_ptr: 5
w_sync.ptr_temp: 5
w_full_checker.w_ptr_bin: 4
-- final timing paths --
path	slack [ps]	to
setup / recovery	20	r_data[1]
hold / removal	350	r_sync.o_ptr[1]
setup reg to reg	680	w_full_checker.w_full
hold reg to reg	350	r_sync.o_ptr[1]
max in group clk1	290	w_full_checker.w_full
max in group asynchronous	1970	r_empty_checker.r_empty
min in group clk1	350	w_sync.o_ptr[2]
min in group asynchronous	660	w_sync.o_ptr[1]
-- power breakdown --
| group | total (mW) | internal, mW | switching [mW] |
|---|---|---|---|
| registers | 1.42 | 1.14 | 0.289 |
| clock network | 0.445 | 0.281 | 0.163 |
| logic | 3.46 | 1.86 | 1.61 |
-- repair_timing --
| action | in CTS | in global routing |
|---|---|---|
| gates cloned | 1 | 0 |
| endpoints found under the hold margin | 0 | 0 |
| resized | 15 | 17 |
| endpoints found under the setup margin | 7 | 8 |
| pin swaps | 0 | 4 |
| hold buffers | 0 | 0 |
| setup buffers | 7 | 4 |
-- kinds of logic after synthesis --
| logic type | after synthesis |
|---|---|
| latches | 128 |
| and+or+nand+nor | 115 |
| AOI/OAI and AO/OA | 76 |
| DFF | 40 |
| buffers and inverters | 34 |
| xor gates and xnor gates | 25 |
| muxes | 24 |
| adders and majority gates | 5 |
-- cell type report --
class                      count  area, um^2
tap                          133       166.4
clock inverter                 1       30.03
inverter                       9       33.78
fill                         815        3896
clock buffer                   7       86.33
multi-input combinational    245        1929
timing repair buffer          66       655.6
sequential                   168        2932
Power is estimated from default activity; no workload was simulated.
